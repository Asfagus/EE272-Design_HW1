### ./constraint.sdc
current_design m55

set clk_period 110.7
set clk_io_pct 0.2

create_clock -name clk0 -period $clk_period [get_ports {clk}]

set non_clock_inputs [all_inputs -no_clocks]
set_input_delay [expr $clk_period * $clk_io_pct] -clock clk0 $non_clock_inputs
set_output_delay [expr $clk_period * $clk_io_pct] -clock clk0 [all_outputs]
### ./design.v
module m55(input clk, input rst, input reg [2:0] rx,input reg [2:0] ry, output reg [63:0] rd,
    input reg [2:0] wx,input reg [2:0] wy, input reg wr, input reg [63:0] wd);
    reg [4:0][4:0][63:0] mdata;
    always @(*) begin
        rd<=#1 mdata[ry][rx];
    end
    always @(posedge(clk) or posedge(rst)) begin
        if(rst) begin
            mdata <= 64'hdeaddeaddeaddead;
        end else begin
            if(wr) begin
                mdata[wy][wx]<=#1 wd;
            end
        end
    end
endmodule : m55
### ./config.mk
export PLATFORM = sky130hd
export DESIGN_NAME = m55
export DESIGN_NICKNAME = m55
export VERILOG_FILES = /design/flow/design.v
export SDC_FILE = /design/flow/constraint.sdc
export NUM_CORES = 4
export LEC_CHECK = 1
export CORE_UTILIZATION = 40
### ./run.sh
#!/bin/bash
# OpenROAD 26Q1-2900-gdf79404cd8, Yosys 0.63+post, stock flow scripts
make -C /OpenROAD-flow-scripts/flow DESIGN_CONFIG=/design/flow/config.mk WORK_HOME=/design/flow/orfs finish
==> Slide: Implementation Results <==
Physical Implementation Snapshot

Cells and area
  • Fill count: 15.5k
  • Area grow syn2layout: 13.2%
  • Fin util: 45.7%
  • Flip-flop count of the largest register after layout: 1,600
  • Layout cells sized above 1: 52.0%
  • Top cell excl fill/tap: dfrtp_1
  • Biggest regs: mdata (1600)
  • Most numerous logic cells after layout: dfrtp_1, mux2_2, mux4_2, clkbuf_16, nand2_1
  • Finished layout cell area: 82,800 µm²
  • Largest Register: mdata

Die
  • Core Area: 181,000 µm²
  • Die x size: 430 µm
  • FP Rows: 156
  • Chip height: 430 µm
  • Initial Util: 40.4%
  • I/O pin count: 143
  • Die area: 185,000 µm²

Synthesis
  • Synth async-reset ratio: 100%
  • Biggest area cells: dfrtp_1, mux2_2, mux4_2
  • Syn Area/Cell: 15.9 µm²
  • Synth warnings: 1
  • Area share, top type: 53.2%
  • Yosys reg bits: 1,600
  • Count of library flops with an enable pin: 0
  • Count of cell types in the netlist: 50
  • Gate Count Post-Synth: 4,615
  • Cell taking the most area after synthesis: dfrtp_1
  • Yosys cell count: 4,615
  • Yosys chip area: 73,200 µm²
  • Top_reg_cell synth: dfrtp_1
  • Mapped Area: 73,200 µm²
  • Synth Seq Share: 54.8%

STA
  • Clock Skew: 0 ns
  • Final Hold Fails: 0
  • Worst slew margin: 31.2%
  • Final Setup Violations: 0
  • Worst setup margin: 60.38 ns
  • Worst hold slack: 0.479 ns
  • Worst-Margin Slew: 1.02 ns
  • Setup_tns: 0 ns
  • Max-slew violations: 0
  • Unrepaired setup endpoints after global routing: no
  • Final Critical Period: 50.32 ns
  • Highest Clock Rate: 19.9 MHz
  • Final Cycle Share: 45.5%

Clock tree
  • H-tree levels: 4
  • Post-CTS resize count: 0
  • Latency at later pin: 0.79 ns
  • Clk sinks: 1,600
  • # Post-CTS Setup Buffers: 0
  • Hold Buf Count CTS: 0
  • Clk buf depth: 3
  • CTS tree: built
  • CTS clock-pin slew for the worst setup and hold paths: 0.06 ns
  • Num CTS Buffers: 170
  • Clock root cell: clkbuf_16

Placement
  • I/O Buffers: 142
  • DP Wirelength: 109,000 µm
  • Setup slack at placement: 60.21 ns
  • Gpl congestion: 0.803
  • Area post-placement: 77,100 µm²

Flow run
  • Tool warnings: 33
  • Max-cap viol count: 0

Global route
  • Vias in the first global route: 44.4k
  • Largest net degree at the start of global routing: 112
  • Grt met2 use: 36.7%
  • Gr usage total: 23.2%
  • Met3 usage: 8.63%
  • First-pass GRT wire length: 300,000 µm
  • Initial antenna violation count: 16
  • GRT busiest layer: met2
  • Grt total ovfl: 0
  • Met1 Track Usage GR: 32.2%

Route
  • DRC viols: 0
  • Post-DRT Antenna Nets: 0
  • Vias: 40.8k
  • Initial DRC Count: 2,208
  • DRT Pass-1 Iters: 5
  • Vias per Instance: 5.70
  • Final WL: 197,000 µm
  • WL/cell: 27.5 µm

Power
  • Switch Pwr: 0.000470 W
  • Clock share of power: 32.0%
  • Leak: 38.2 nW
  • Maximum VDD drop: 0.0157 mV
  • Power per cell area: 21.6 nW/µm²
  • Internal: 0.00132 W
  • Switch share: 26.2%
  • Gate power share: 21.7%
  • Sequential power share: 46.3%

Worst setup path
  • Worst Setup End Kind: output pin
  • CP required: 88.56 ns
  • Crit-path max FO: 72
  • Data arrival, critical path: 28.18 ns
  • Critical Path Source Type: input port
  • CP Class: in -> out

Outcome
  • Outcome: finished, final reports clean

Hold path
  • Hold crit path type: reg -> reg
-- Yosys cell counts, types with 3 or more instances --
library cell	n
mux2_1	52
ha_1	22
nand2b_1	4
dfrtp_1	1556
a211oi_1	64
buf_4	6
xnor2_1	7
inv_1	14
nor2_1	81
mux4_2	447
nor3_2	7
a21oi_1	68
mux2_2	1549
nand4_1	4
dfstp_2	44
a21o_1	3
nand3_1	10
clkbuf_1	260
xor2_1	4
nor3_1	68
nor4_4	8
nand2_1	145
buf_6	12
buf_1	29
buf_2	122
-- stage by stage --
step | instances | power, W
2_1_floorplan | 4615 | 0.00113
3_3_place_gp | 6849 | 0.00122
3_5_place_dp | 6849 | 0.00123
4_1_cts | 7162 | 0.00181
5_1_grt | 7165 | 0.00188
6_report | 7168 | 0.00179
-- area by class of cell --
cell class	instances	area (µm²)	area share [%]
Multi-Input combinational cell	2572	31300	37.8
Inverter	14	60.1	0.0725
Sequential cell	1600	40100	48.4
Clock inverter	41	495	0.598
Clock buffer	272	5200	6.28
Antenna cell	6	15.0	0.0181
Tap cell	2370	2970	3.58
Timing Repair Buffer	293	2660	3.21
-- kinds of logic (layout without fill, tap and decap cells) --
kind of cell / after synthesis / in the layout / synth area share [%]
flip-flops: 1600 / 1600 / 54.8
buffers and inverters: 443 / 620 / 2.64
XOR/XNOR: 12 / 12 / 0.169
other: 0 / 6 / 0
AND/OR/NAND/NOR: 338 / 338 / 2.21
AND-OR/OR-AND: 151 / 151 / 1.37
multiplexers: 2048 / 2048 / 38.4
adder cells (fa/ha/maj): 23 / 23 / 0.404
-- power by group through the flow --
stage	registers [W]	clock network, W	logic, W
final	0.000830	0.000574	0.000389
after global routing	0.000853	0.000610	0.000422
after CTS	0.000830	0.000588	0.000396
-- path summary, 6_finish.rpt --
path	cells past startpoint	slack [ns]	end	from
worst min register to register	1	0.48	mdata[748]	mdata[748]
worst max register to register	1	109.91	mdata[89]	mdata[89]
worst max-delay path	12	60.38	rd[12]	ry[0]
max in group asynchronous	9	83.41	mdata[1048]	rst
worst min-delay path	1	0.48	mdata[748]	mdata[748]
min in group asynchronous	2	21.83	mdata[1018]	rst
-- worst max-delay path: stages --
cell,delay (ns)
clkdlybuf4s50_1,0.47
ha_4,0.19
fa_4,1.22
buf_4,0.70
buf_12,0.49
buf_4,0.68
mux4_2,0.35
mux4_2,0.23
nor2_1,0.04
nor3_1,0.84
buf_4,0.23
clkdlybuf4s50_1,0.51
-- routing by layer --
| metal | share of wire (%) | routed length, µm |
|---|---|---|
| met1 | 40 | 78600 |
| met2 | 50 | 97800 |
| met3 | 8.2 | 16200 |
| met4 | 2.5 | 4910 |
| met5 | 0.0046 | 9 |
No activity file was given, so power comes from the tool's default toggle rates.
